<file path="run.sh">
#!/bin/bash
# OpenROAD 26Q1-2900-gdf79404cd8, Yosys 0.63+post, stock flow scripts
make -C /OpenROAD-flow-scripts/flow DESIGN_CONFIG=/design/flow/config.mk WORK_HOME=/design/flow/orfs finish
</file>
<file path="config.mk">
export PLATFORM = sky130hd
export DESIGN_NAME = peripheral
export DESIGN_NICKNAME = peripheral
export VERILOG_FILES = /design/flow/design.v
export SDC_FILE = /design/flow/constraint.sdc
export NUM_CORES = 4
export LEC_CHECK = 1
export CORE_UTILIZATION = 50
</file>
<file path="constraint.sdc">
current_design peripheral

set clk_period 2.5
set clk_io_pct 0.2

create_clock -name clk0 -period $clk_period [get_ports {MDC}]

set non_clock_inputs [all_inputs -no_clocks]
set_input_delay [expr $clk_period * $clk_io_pct] -clock clk0 $non_clock_inputs
set_output_delay [expr $clk_period * $clk_io_pct] -clock clk0 [all_outputs]
</file>
<file path="design.v">
module peripheral (
    input wire RESET,            
    input wire [15:0] RD_DATA,   
    input wire MDC,              
    input wire MDIO_OE,          
    input wire MDIO_OUT,         
    output reg [4:0] ADDR,       
    output reg [15:0] WR_DATA,   
    output reg MDIO_DONE,        
    output reg WR_STB,           
    output reg MDIO_IN           
);
localparam IDLE = 0,           
           OP_CODE = 1,        
           REG_ADDR = 2,       
           TURNAROUND = 3,     
           WRITE_DATA = 4,     
           READ_DATA = 5;      
reg [4:0] bit_cnt;      
reg [2:0] state;        
reg op_bit;             
reg [4:0] reg_addr;     
always @(posedge MDC or negedge RESET) begin
    if (~RESET) begin
        ADDR <= 5'd0;
        WR_DATA <= 16'd0;
        MDIO_DONE <= 0;
        WR_STB  <= 0;
        MDIO_IN <= 0;
        bit_cnt <= 5'd31;
        state <= IDLE;
        reg_addr <= 5'd0;
    end else begin
        case (state)
        IDLE: begin
            ADDR <= 5'd0;
            WR_DATA <= 16'd0;
            MDIO_DONE <= 0;
            WR_STB  <= 0;
            MDIO_IN <= 0;
            reg_addr <= 5'd0;
            op_bit <= 0;
            state <= MDIO_OE && MDIO_OUT ? OP_CODE: IDLE;
        end 
        OP_CODE: begin
            op_bit <= bit_cnt == 29 ? MDIO_OUT: op_bit ;
            state <= bit_cnt == 23? REG_ADDR: OP_CODE;
        end
        REG_ADDR: begin
            reg_addr <= bit_cnt > 18? {reg_addr[3:0], MDIO_OUT}: reg_addr; 
            state <= bit_cnt == 18? TURNAROUND : REG_ADDR;
        end
        TURNAROUND: begin
            state <= bit_cnt == 16 ? op_bit? READ_DATA: WRITE_DATA: TURNAROUND; 
            ADDR  <= bit_cnt == 16 && op_bit ? reg_addr: 5'd0;
        end
        WRITE_DATA: begin
            WR_DATA[bit_cnt] <= bit_cnt < 30 ?  MDIO_OUT:0;
            WR_STB  <= bit_cnt == 31 ? 1: 0;
            MDIO_DONE <= bit_cnt == 31 ? 1: 0;
            ADDR  <= bit_cnt == 31? reg_addr: 5'd0;
            state <= bit_cnt == 30 ? IDLE: WRITE_DATA;
        end
        READ_DATA: begin
            MDIO_DONE <= bit_cnt == 31 ? 1: 0;
            MDIO_IN <=  bit_cnt < 30 ? RD_DATA[bit_cnt]: 0;
            ADDR  <= bit_cnt == 30? 5'd0 : reg_addr;
            state <= bit_cnt == 30 ? IDLE: READ_DATA;
        end
        default : state <= IDLE;
        endcase
        bit_cnt <= state == IDLE ? ~MDIO_OE ? 5'd31 : bit_cnt - 1: bit_cnt - 1;
    end
end
endmodule
</file>
==> insert_results.sql <==
-- metrics for the results database
INSERT INTO impl_metrics (metric_group, metric, value, unit) VALUES
('die', 'design.die.area', '4550', 'um2'),
('finish', 'final_non_filler_cells', '310', ''),
('synthesis', 'enable_flop_cells', '1', ''),
('final_timing', 'layout_setup_ws', '0.225', 'ns'),
('route', 'antenna_left', '0', ''),
('finish', 'final_cell_area', '2680', 'um2'),
('die', 'row_count', '23', ''),
('synthesis', 'synthTopCellsByArea', 'sky130_fd_sc_hd__dfrtp_1 (40%), sky130_fd_sc_hd__dfstp_2 (7.4%), sky130_fd_sc_hd__nand2_1 (7.0%)', ''),
('setup_path', 'reg2reg_slack', '0.23', 'ns'),
('clocking', 'cts-buffers-inserted', '5', ''),
('pwr', 'max-vdd-ir-drop', '0.471', 'mV'),
('die', 'die_width', '67.5', 'um'),
('synthesis', 'yosys_cells', '215', ''),
('synthesis', 'synth.distinct_cells', '47', ''),
('setup_path', 'critical_path.slowest_cell', 'sky130_fd_sc_hd__dfstp_2', ''),
('synthesis', 'synth_top_area_share', '39.7', '%'),
('setup_path', 'worst_ep_required_time', '2.67', 'ns'),
('final_timing', 'relative_slew_slack', '51.0', '%'),
('final_timing', 'timing.final.max_slew_violations', '0', ''),
('clocking', 'clock_latency', '0.29', 'ns'),
('pwr', 'p_per_area', '1060', 'nW/um2'),
('clocking', 'htree_num_levels', '2', ''),
('route', 'remaining_drc_errors', '0', ''),
('final_timing', 'setup-violations-final', '0', ''),
('clocking', 'tritoncts', 'built', ''),
('synthesis', 'area_leader_netlist', 'sky130_fd_sc_hd__dfrtp_1', ''),
('final_timing', 'grt_setup_unrepaired', 'false', ''),
('route', 'first_pass_iters', '6', ''),
('clocking', 'max-clock-path-buffers', '2', ''),
('finish', 'layout.filler_cells', '300', ''),
('final_timing', 'final_min_period', '2.27', 'ns'),
('route', 'avgViaCountPerCell', '5.72', ''),
('synthesis', 'post_synth_instance_area', '2140', 'um2'),
('finish', 'final_core_utilization', '66.1', '%'),
('global_routing', 'number_of_antenna_violations_at_the_first_check_in_global_routing', '0', ''),
('clocking', 'post_cts.resized_instances', '0', ''),
('die', 'ios', '44', ''),
('hold_path', 'min-delay-path-class', 'in -> async', ''),
('synthesis', 'yosysSeqAreaShare', '48.5', '%'),
('place', 'placement.io_buffers', '43', ''),
('clocking', 'root_buffer', 'sky130_fd_sc_hd__clkbuf_8', ''),
('route', 'wirelength', '4.63', 'mm'),
('final_timing', 'worst-slew-pin-transition', '0.729', 'ns'),
('die', 'fp-utilization', '52.8', '%'),
('finish', 'syn_to_layout_area_delta', '25.0', '%'),
('setup_path', 'slowest_delay', '0.73', 'ns'),
('final_timing', 'layout_worst_path_cycle_share', '91.0', '%'),
('synthesis', 'numSynthFlops', '41', ''),
('final_timing', 'fin_tns_setup', '0', 'ns'),
('outcome', 'run_status', 'finished clean', ''),
('run', 'warning_count', '29', ''),
('final_timing', 'final-hold-violation-count', '0', ''),
('die', 'core_region_area', '4060', 'um2'),
('setup_path', 'wp_buf_inv', '1', ''),
('global_routing', 'first_pass_grt_wire_length', '7.85', 'mm'),
('synthesis', 'asyncSetResetFlopFracSynth', '97.6', '%'),
('setup_path', 'crit_path_start_kind', 'flip-flop', ''),
('place', 'place.gp.congestion', '0.880', ''),
('clocking', 'cts_post_setup_buffers_inserted', '0', ''),
('global_routing', 'largest_net_degree_at_the_start_of_global_routing', '41', ''),
('clocking', 'worst_path_clk_slew', '0.08', 'ns'),
('place', 'dpl_cell_area', '2590', 'um2'),
('die', 'chipHeight', '67.5', 'um'),
('setup_path', 'timing.critical_path.to_type', 'flip-flop', ''),
('global_routing', 'grt_pass1_vias', '1682', ''),
('setup_path', 'worst_ep_arrival_time', '2.44', 'ns'),
('route', 'route.vias.total', '1773', ''),
('setup_path', 'worstPathCellList', 'nor2_1 > and2_1 > ha_1 > inv_1 > o211ai_1 > nand2b_1 > mux2i_1', ''),
('setup_path', 'cp_max_fo', '15', ''),
('synthesis', 'synth_chip_area', '2140', 'um2'),
('clocking', 'cts.sinks', '41', '');
## report_power, final
part,leakage [uW],internal (uW),switching [uW]
Sequential,0.000536,918,240
Clock,0.0000439,192,224
Combinational,0.000589,570,699
## worst paths after layout
kind,start,end,cells after the start
max,bit_cnt[2]$_DFF_PN1_,WR_DATA[12]$_DFFE_PN0P_,7
min,RESET,WR_DATA[2]$_DFFE_PN0P_,2
max reg2reg,bit_cnt[2]$_DFF_PN1_,WR_DATA[12]$_DFFE_PN0P_,7
min reg2reg,op_bit$_DFFE_PP_,state[1]$_DFF_PN0_,1
max in group asynchronous,RESET,state[0]$_DFF_PN1_,2
min in group clk0,op_bit$_DFFE_PP_,state[1]$_DFF_PN0_,1
## Yosys cell counts (3+ instances only)
cell type,n
sky130_fd_sc_hd__nand2b_1,4
sky130_fd_sc_hd__nand4_1,5
sky130_fd_sc_hd__nand2_1,40
sky130_fd_sc_hd__o21ai_0,16
sky130_fd_sc_hd__nand3_1,8
sky130_fd_sc_hd__o211ai_1,12
sky130_fd_sc_hd__dfrtp_1,34
sky130_fd_sc_hd__nor3_1,4
sky130_fd_sc_hd__mux2i_1,9
sky130_fd_sc_hd__inv_1,9
sky130_fd_sc_hd__dfstp_2,6
sky130_fd_sc_hd__buf_2,3
sky130_fd_sc_hd__o31ai_1,4
sky130_fd_sc_hd__nor2_1,8
sky130_fd_sc_hd__a31oi_1,3
sky130_fd_sc_hd__a22o_1,6
sky130_fd_sc_hd__nor4_1,3
sky130_fd_sc_hd__ha_1,5
## worst reg2reg max path: cells and delay by family (launching register included)
kind | cells | cell delay, ns
AND-OR/OR-AND | 1 | 0.24
adder cells (fa/ha/maj) | 1 | 0.32
buffers and inverters | 1 | 0.13
flip-flops | 1 | 0.73
multiplexers | 1 | 0.14
AND/OR/NAND/NOR | 3 | 0.60
## cell type report
| type | count | area (um2) | area share [%] |
|---|---|---|---|
| Timing Repair Buffer | 46 | 448 | 16.7 |
| Clock inverter | 3 | 17.5 | 0.654 |
| Inverter | 9 | 33.8 | 1.26 |
| Tap cell | 50 | 62.6 | 2.33 |
| Multi-Input combinational cell | 156 | 1010 | 37.7 |
| Sequential cell | 41 | 1040 | 38.7 |
| Clock buffer | 5 | 68.8 | 2.57 |
## routing by layer
layer	up-vias	wire, um	share of wire, %	track usage [%]
li1	873	-	-	-
met1	835	2170	47	37.1
met2	59	2180	47	37.4
met3	6	224	4.8	4.28
met4	0	53	1.1	3.19
met5	-	0	0	0
## cells by family (layout without fill, tap and decap cells)
group | count (synthesis) | in the layout | synth area share, %
buffers and inverters | 18 | 63 | 4.38
muxes | 11 | 11 | 5.78
AOI/OAI and AO/OA | 54 | 54 | 18.2
and+or+nand+nor | 83 | 83 | 18.7
adders and majority gates | 5 | 5 | 2.92
DFF | 41 | 41 | 48.5
xor gates and xnor gates | 3 | 3 | 1.58
## per-stage QoR
step	hold slack, ns	power, uW
finish	0.317	2840
global route	0.339	3080
CTS	0.329	2850
detailed placement	0.461	2420
global placement	0.463	2400
floorplan	0.204	1980
## state kept, by name, summed over array words and instances (netlist names)
register	flops
op_bit	1
WR_DATA	16
state	6
reg_addr	5
bit_cnt	5
WR_STB	1
ADDR	5
MDIO_IN	1
MDIO_DONE	1
## cells in the final DEF (no fill, tap or decap), types with 2 or more instances in the layout
master                             n
sky130_fd_sc_hd__ha_1              5
sky130_fd_sc_hd__nor2_1            8
sky130_fd_sc_hd__nor3_1            4
sky130_fd_sc_hd__inv_1             9
sky130_fd_sc_hd__a211o_1           2
sky130_fd_sc_hd__nand2b_1          4
sky130_fd_sc_hd__dfstp_2           6
sky130_fd_sc_hd__nand2_1          40
sky130_fd_sc_hd__clkdlybuf4s50_1  42
sky130_fd_sc_hd__o31ai_1           4
sky130_fd_sc_hd__dfrtp_1          34
sky130_fd_sc_hd__nand4_1           5
sky130_fd_sc_hd__nor4_1            3
sky130_fd_sc_hd__mux2i_1           9
sky130_fd_sc_hd__and3_1            2
sky130_fd_sc_hd__nand3_1           8
sky130_fd_sc_hd__o21ai_0          16
sky130_fd_sc_hd__xnor2_1           2
sky130_fd_sc_hd__a31oi_1           3
sky130_fd_sc_hd__clkinv_2          2
sky130_fd_sc_hd__and2_1            2
sky130_fd_sc_hd__a22o_1            6
sky130_fd_sc_hd__buf_4             3
sky130_fd_sc_hd__o211ai_1         12
sky130_fd_sc_hd__clkbuf_8          5
No activity file was given, so power comes from the tool's default toggle rates.
